[design/flow/config.mk]
export PLATFORM = sky130hd
export DESIGN_NAME = points
export DESIGN_NICKNAME = points
export VERILOG_FILES = /design/flow/design.v
export SDC_FILE = /design/flow/constraint.sdc
export NUM_CORES = 4
export LEC_CHECK = 1
export CORE_AREA = 10 10 83 83
export DIE_AREA = 0 0 93 93
[design/flow/constraint.sdc]
current_design points

set clk_period 3.9
set clk_io_pct 0.2

create_clock -name clk0 -period $clk_period [get_ports {display_clk}]

set non_clock_inputs [all_inputs -no_clocks]
set_input_delay [expr $clk_period * $clk_io_pct] -clock clk0 $non_clock_inputs
set_output_delay [expr $clk_period * $clk_io_pct] -clock clk0 [all_outputs]
[design/flow/design.v]
`timescale 1ns / 1ps
module points(display_clk, RST_N,BCD,point);
input  display_clk;
input [15:0] point;
input RST_N;
output reg [15:0]BCD = 0;
reg Zero_point =0;
reg [3:0] bcd1_NEXT=0;
reg [3:0] bcd2_NEXT =0;
reg [3:0] bcd3_NEXT =0;
reg [3:0] bcd4_NEXT=0;
reg [3:0] bcd1=0;
reg [3:0] bcd2=0;
reg [3:0] bcd3=0;
reg [3:0] bcd4=0;
	always@(*)begin
		bcd1=bcd1_NEXT;
		bcd2=bcd2_NEXT ;
		bcd3=bcd3_NEXT;
		bcd4=bcd4_NEXT;
		BCD = {bcd4,bcd3,bcd2,bcd1};
	end 
	always@(posedge display_clk or negedge RST_N)begin
		if(!RST_N)begin
			bcd1_NEXT = 0;
			bcd2_NEXT = 0;
			bcd3_NEXT = 0;
			bcd4_NEXT = 0;
			Zero_point =0;
		end
		else begin
			if(point < 4'd10)begin 
				Zero_point =0;
				bcd1_NEXT = point;
			end
			else begin 
				if (Zero_point==0)begin
					bcd1_NEXT = 0;
					Zero_point =1;
					if(bcd2 == 4'd9)begin
						bcd2_NEXT = 0;
						if(bcd3 == 4'd9)begin
							bcd3_NEXT = 0;
							bcd4_NEXT = bcd4 + 1;
						end
						else bcd3_NEXT = bcd3 + 1;
					end else bcd2_NEXT = bcd2 + 1;
				end
			end
		end
	end
endmodule
[design/flow/run.sh]
#!/bin/bash
# OpenROAD 26Q1-2900-gdf79404cd8, Yosys 0.63+post, stock flow scripts
make -C /OpenROAD-flow-scripts/flow DESIGN_CONFIG=/design/flow/config.mk WORK_HOME=/design/flow/orfs finish
==> job_summary.md <==
### Flow metrics

| Metric | Value |
|---|---|
| # diodes | 0 |
| R2R Setup Slk | 2.29 ns |
| Fillers | 572 |
| Crit path largest cell delay | 0.41 ns |
| EDFF count, synth | 0 |
| Final count of hold timing violations | 0 |
| Antenna viol nets, final | 0 |
| CTS H-Tree Depth | 1 |
| YS chip area | 827 um^2 |
| Clock-pin slew on the worst setup and hold paths | 0.06 ns |
| FMAX | 430 MHz |
| Share of cells above drive strength 1 | 9.09% |
| LEAKAGE | 0.516 nW |
| Reg2reg end | bcd4_NEXT[1] |
| Combinational Area | 362 um^2 |
| Ys cells | 76 |
| Critical Path Sink | bcd4_NEXT[1] |
| Status | finished, final reports clean |
| Late-Pin Clk Latency | 0.25 ns |
| Row cnt | 26 |
| Worst r2r src | Zero_point |
| Placer Congestion | 0.766 |
| Max-Cap Viols | 0 |
| Crit Path Class | in -> reg |
| DRT Pass-1 Iters | 4 |
| FF/Latch Area | 425 um^2 |
| Die Ht | 93 um |
| Worst Reg-to-Reg Cells | 4 |
| Core Region | 0.00514 mm^2 |
| Cell Pwr Density | 259 mW/mm^2 |
| Port Buffers | 33 |
| Via density | 3.70 |
| CTS Hold Buffers Added | 0 |
| Initial antenna violation count | 0 |
| Avg WL per Cell | 11.5 um |
| Largest net degree at the start of global routing | 18 |
| Critical Path End Type | register |
| Post-Place Worst Slack | 1.32 ns |
| Slew margin rel. | 49.6% |
| Fin crit share | 59.7% |
| Post-synth seq share | 51.4% |
| Flops out of synthesis | 17 |
| DRC | 0 |
| Initial drt markers | 24 |
| Post-synthesis cell area | 827 um^2 |
| Post-cts sizing count | 0 |
| CTS tree | built |
| Die ar. | 0.00865 mm^2 |
| CP Launch Type | primary input |
| Post-CTS Setup Inserts | 0 |
| Hold crit path type | reg -> reg |
| Worst slew pin tran | 0.754 ns |
| CTS Sinks | 17 |
| Peak supply drop | 0.0978 mV |
| Cells after Synth | 76 |
| Ports | 34 |
| Dpl hpwl | 1670 um |
| Data arrival, critical path | 2.46 ns |
| Ys async rst share | 100% |
| RSZ-0062 raised after global routing | false |
| Cells along the critical path | clkdlybuf4s50_1 > nor4_1 > and4_1 > inv_4 > nand3_2 > mux2_1 |
| Total grt overflow | 0 |
| Crit path launch | point[6] |
| Final slew viol count | 0 |
| Setup-failing EPs final | 0 |
| Data required, critical path | 4.03 ns |
| Overall Global Routing Usage | 4.92% |
| Die Wd | 93 um |
| Fp util | 16.1% |
| Minimum clock period | 2.33 ns |
| CTS root buffer | clkbuf_8 |
| Vias in the first global route | 703 |
| DR vias | 666 |
| First-pass GRT wire length | 3420 um |
| Final WL | 2070 um |
| Avg Inst Size Synth | 10.9 um^2 |
| Setup tns final | 0 ns |
| Synth cell types | 29 |
| Crit Path Max Fanout | 16 |
| Main flop type | dfrtp_1 |
| CTS buffer count | 3 |
| Pwr Total | 0.327 mW |
| CTS Buffer Depth | 2 |
| Ys Warns | 1 |
| Worst setup margin | 1.57 ns |
| Clock skew | 0.00611 ns |
| P&R area growth vs syn | 52.5% |
| OpenROAD warning count | 25 |
| Slowest cell on crit path | and4_1 |
## state kept, by name, summed over array words and instances, names as in the netlist
signal and cells:
Zero_point 1, bcd1_NEXT 4, bcd2_NEXT 4, bcd3_NEXT 4, bcd4_NEXT 4
## cells by family after synthesis
kind of cell | synth area share [%]
compound gates | 6.35
xor+xnor | 7.41
fa+ha+maj | 1.51
buf+inv | 4.84
flops | 51.4
mux | 4.08
simple gates | 24.4
## cell usage after synthesis (2+ instances only)
library cell / instances / share of area, %
a22o_1: 2 / 2.1
xnor2_1: 6 / 6.4
nand2_1: 10 / 4.5
buf_6: 2 / 2.7
nand3_1: 8 / 4.8
and3_1: 2 / 1.5
nand4_1: 2 / 1.5
nor4_1: 3 / 2.3
dfrtp_1: 17 / 51
nor2_1: 2 / 0.91
mux2_2: 2 / 2.7
nor2b_1: 3 / 2.3
## routing by layer
metal  vias up  part of all wire (%)  GRT usage (%)
met4         0                   1.1          0.771
met3         4                   5.4           1.78
met2        14                    50           8.24
met5         -                     0              0
li1        338                     -              -
met1       310                    43           6.05
## area by class of cell
cell class                 instances  area share (%)
clock buffer                       3            3.27
clock inverter                     1           0.397
inverter                           2           0.794
multi-input combinational         54            28.7
sequential                        17            33.7
tap                               70            6.94
timing repair buffer              33            26.2
## cells in the final DEF, fill, tap and decap left out, types with 2 or more instances in the layout
cell             count
nor2b_1              3
clkdlybuf4s50_1     33
nor4_1               3
dfrtp_1             17
nand2_1             10
mux2_2               2
a22o_1               2
clkbuf_8             3
nor2_1               2
nand3_1              8
and3_1               2
nand4_1              2
xnor2_1              6
## worst min path at each step
| stage | start | endpoint | slack, ns | depth (start not counted) |
|---|---|---|---|---|
| CTS | bcd4_NEXT[3] | bcd4_NEXT[3] | 0.49 | 1 |
| global route | bcd4_NEXT[3] | bcd4_NEXT[3] | 0.51 | 1 |
| finish | bcd4_NEXT[3] | bcd4_NEXT[3] | 0.48 | 1 |
## critical path: cells and delay by family
kind | cells | cell delay (ns)
muxes | 1 | 0.31
buffers and inverters | 2 | 0.53
and+or+nand+nor | 3 | 0.82
## metrics by stage
step / utilization (%) / std cells / area [um^2] / hold WS (ns)
after floorplan: - / 76 / 827 / 0.424
after global placement: 23.6 / 176 / 1210 / 0.466
after detailed placement: 23.6 / 176 / 1210 / 0.475
after CTS: 24.5 / 180 / 1260 / 0.486
after global routing: 24.5 / 180 / 1260 / 0.515
final: 24.5 / 180 / 1260 / 0.480
## power by group
| group | total (mW) | switching [mW] | internal (mW) |
|---|---|---|---|
| logic | 0.0225 | 0.00630 | 0.0162 |
| clock network | 0.128 | 0.0568 | 0.0707 |
| registers | 0.177 | 0.000393 | 0.177 |
Power figures rest on the tool's default switching activity, not on a simulated workload.
